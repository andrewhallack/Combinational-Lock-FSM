===== design.v =====
`timescale 1 ns / 1 ps
`default_nettype wire
module combination_lock_fsm(
    output reg [1:0] state,
    output wire [3:0] Lock,  
    input wire Key1,  
    input wire Key2,  
    input wire [3:0] Password,  
    input wire Reset,  
    input wire Clk  
);
    parameter S0 = 4'b00,
              S1 = 4'b01,
              S2 = 4'b10,
              S3 = 4'b11;
    assign Lock = (state == S3) ? 4'b1111 : 4'b0000;
    reg [1:0] nextState;
    always @(*) 
        case(state) 
            S0: begin 
                if(Key1 == 1 && Password == 4'b1101)
                    nextState = S1; 
                else
                    nextState = S0;
            end
            S1: begin 
                if(Key2)
                    if(Password == 4'b0111)
                        nextState = S2; 
                    else
                        nextState = S0; 
                else
                    nextState = S1; 
            end
            S2: begin
                if(Key1)
                    if(Password == 4'b1001)
                        nextState = S3;
                    else
                        nextState = S0;
                else
                    nextState = S2;
            end
            S3: begin
                nextState = S3;
            end
        endcase
    always @(posedge Clk) 
        if(Reset)  
            state <= S0;
        else 
            state <= nextState;
endmodule

===== constraint.sdc =====
current_design combination_lock_fsm

set clk_period 1.1
set clk_io_pct 0.2

create_clock -name clk0 -period $clk_period [get_ports {Clk}]

set non_clock_inputs [all_inputs -no_clocks]
set_input_delay [expr $clk_period * $clk_io_pct] -clock clk0 $non_clock_inputs
set_output_delay [expr $clk_period * $clk_io_pct] -clock clk0 [all_outputs]

===== run.sh =====
#!/bin/bash
# OpenROAD 26Q1-2900-gdf79404cd8, Yosys 0.63+post, stock flow scripts
make -C /OpenROAD-flow-scripts/flow DESIGN_CONFIG=/design/flow/config.mk WORK_HOME=/design/flow/orfs finish

===== config.mk =====
export PLATFORM = sky130hd
export DESIGN_NAME = combination_lock_fsm
export DESIGN_NICKNAME = combination_lock_fsm
export VERILOG_FILES = /design/flow/design.v
export SDC_FILE = /design/flow/constraint.sdc
export NUM_CORES = 4
export LEC_CHECK = 1
export CORE_AREA = 10 10 70 70
export DIE_AREA = 0 0 80 80

==> results.cfg <==
; flow metrics
[routing]
vias_per_cell = 2.64
vias = 219
avgRoutedWirePerCell_um = 8.25
dr.pass1.iters = 4
num_antenna_cells = 0
drc = 0
ant_nets = 0
routed_wl_um = 685
drtIter0Drc = 6

[synthesis]
top_area_cell = dfxtp_1
synthAoiAreaFrac_pct = 13.5
area_leaders = dfxtp_1 (25%), buf_4 (14%), and4b_1 (13%)
ys_sh_simple_pct = 44.4
synthAdderAreaFrac_pct = 0
synth_chip_area_um2 = 158
ys_ff = 2
top_logic_kind = simple AND/OR/NAND/NOR gates
ys_sh_xor_pct = 0
ys_seq_share_pct = 25.4
top_area_share_pct = 25.4
syn_inst = 19
syn_area_per_cell_um2 = 8.30
syn_area_um2 = 158
yosysWarnings = 1
synth-cells-yosys = 19
synthDistinctLibCells = 14
ys_sh_mux_pct = 0

[pwr]
power.density_nw_per_um2 = 724
seqPwrFrac_pct = 26.7
comb_power_share_pct = 14.3
switchingPower_uw = 56.1
p_clk_share_pct = 59.0
p_int_uw = 222
power.leakage_uw = 0.000175
p_sw_share_pct = 20.2
peakVddDrop_mv = 0.122

[timing]
fin_setup_tns_ns = -0.00285
holdWs_ns = 0.378
clock_skew_ns = 0.000441
setup_ws_ns = -0.00166
final-hold-violation-count = 0
relSlewSlack_pct = 85.5
fin_crit_ns = 1.10
min_period_over_period_pct = 100
max_freq_mhz = 908
rsz0062_at_grt = true
worstMarginPinSlew_ns = 0.215
slew_viol_final = 0
setup_viol = 3

[critical_path]
crit_required_ns = 0.88
max_stage_delay_ns = 0.31
cp_max_fo = 4
critPathSlowestCell = dfxtp_2
cp_cell_sequence = buf_6, and2_4, buf_2
start_kind = flip-flop
arrival_ns = 0.88
cp-end-kind = output port
worstSetupPathType = flip-flop to output port

[clocking]
hold_buffers = 0
clk_pin_slew_ns = 0.03
cts-htree-levels = 1
cts_buffers = 3
clk_path_buf_depth = 2
numClockSinks = 2
cts_tree = built
worstSkewPairLatency_ns = 0.22
cts-root-buf = clkbuf_4

[floorplan]
rows = 21
chipArea_um2 = 6400
die_w_um = 80
core_util_floorplan_pct = 4.62
die.size.y_um = 80
coreArea_um2 = 3420
io_pins = 14

[layout]
regMostFlops = state
stdcell_area_um2 = 384
reg_top3 = state: 2 flops
area_growth_pct = 144
num-fill-cells = 401
largest_reg_flops = 2
final_util_pct = 11.2
drive_above_1_share_pct = 48.6

[global_routing]
antenna_found_initial = 0
overflow = 0
grtUsageTotal_pct = 2.04
grt_first_pass_wirelength_um = 1060
grt_pass1_vias = 239
grt_max_degree = 6

[run]
warning_count = 27
max_cap_violations = 0

[min_path]
hp-class = primary input to flip-flop

[outcome]
violations = negative setup slack
outcome = finished, violations left

[place]
dp_hpwl_um = 556
place.gp.congestion = 0.747
numPortBuffers = 13
placed_area_um2 = 345
==> critical path, delay by kind of cell, from the launching register on <==
family                 cells  cell delay (ns)
flip-flops                 1             0.31
buffers and inverters      2             0.22
AND/OR/NAND/NOR            1             0.13
==> cell usage after synthesis <==
cell type	number
a21oi_1	1
a31oi_1	1
and2_2	1
and4b_1	2
buf_4	3
dfxtp_1	2
inv_1	1
nand2_1	1
nor2b_1	1
nor3_1	1
nor3_2	1
nor3b_1	1
nor4bb_1	1
o21ai_0	2
==> kinds of logic (layout without fill, tap and decap cells) <==
kind of cell,after synthesis,in the layout
simple gates,9,9
buf+inv,4,22
flops,2,2
compound gates,4,4
==> metal layers <==
metal,vias up,global-route usage [%],wire (um)
met2,18,2.41,234
met1,95,2.45,279
met4,0,1.23,38
met5,-,0,0
met3,2,1.59,133
li1,104,-,-
==> cells in the final DEF, fill, tap and decap left out <==
cell / instances
nor3b_2: 1
nor3_1: 1
o21ai_1: 1
dfxtp_2: 2
nand2_1: 1
buf_2: 3
nor4bb_1: 1
dlymetal6s2s_1: 1
clkdlybuf4s50_1: 6
inv_1: 1
clkbuf_4: 3
nor2b_1: 1
buf_6: 3
a31oi_1: 1
dlygate4sd2_1: 1
and4b_1: 2
and2_4: 1
o21ai_0: 1
a21oi_1: 1
buf_4: 4
nor3_2: 1
==> what timing repair did <==
item / CTS / global route
endpoints found under the hold margin: 0 / 0
pin swaps: 3 / 2
gates resized: 21 / 4
endpoints found under the setup margin: 6 / 7
setup buffers: 3 / 0
==> path summary, 6_finish.rpt <==
| kind | depth (start not counted) | end | slack, ns | start |
|---|---|---|---|---|
| max | 3 | Lock[0] | -0.002 | state[1] |
| min | 3 | state[1] | 0.38 | Password[0] |
| min reg2reg | 3 | state[0] | 0.66 | state[0] |
| max reg2reg | 5 | state[0] | 0.08 | state[1] |
==> power by group through the flow <==
stage | combinational, uW | clock (uW) | sequential, uW
finish | 39.9 | 164 | 74.2
global route | 43.1 | 177 | 74.2
CTS | 40.2 | 175 | 74.1
==> per-stage QoR <==
stage,instances,power [uW],setup slack (ns)
2_1_floorplan,19,81.0,0.261
3_3_place_gp,78,114,-0.162
3_5_place_dp,78,115,-0.200
4_1_cts,84,289,-0.0271
5_1_grt,83,295,-0.0344
6_report,83,278,-0.00166
==> cell type report <==
| type | instances | area, um2 | share of cell area, % |
|---|---|---|---|
| clock buffer | 3 | 22.5 | 5.86 |
| timing repair buffer | 18 | 160 | 41.7 |
| inverter | 1 | 3.75 | 0.977 |
| tap | 46 | 57.6 | 15.0 |
| multi-input combinational | 13 | 97.6 | 25.4 |
| sequential | 2 | 42.5 | 11.1 |
Power figures rest on the tool's default switching activity, not on a simulated workload.
